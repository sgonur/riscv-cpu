<file path="/design/flow/config.mk">
export PLATFORM = sky130hd
export DESIGN_NAME = top
export DESIGN_NICKNAME = top
export VERILOG_FILES = /design/flow/design.v
export SDC_FILE = /design/flow/constraint.sdc
export NUM_CORES = 4
export LEC_CHECK = 1
export CORE_UTILIZATION = 30
export SYNTH_HDL_FRONTEND = slang
export SYNTH_MEMORY_MAX_BITS = 65536
</file>
<file path="/design/flow/design.v">
`timescale 1ns / 1ps
module alu(
    input wire [31:0] a, b,
    input wire [3:0] alu_op,
    output reg [31:0] result
);
    always @(*) begin
        case (alu_op) 
            4'b0000: result = a & b;  
            4'b0001: result = a | b;  
            4'b0010: result = a + b;  
            4'b0110: result = a - b;  
            4'b0111: result = ($signed(a) < $signed(b)) ? 1 : 0;  
            4'b0011: result = a ^ b;  
            4'b0100: result = a << b[4:0];  
            4'b0101: result = a >> b[4:0];  
            4'b1000: result = $unsigned(a) < $unsigned(b) ? 1 : 0;  
            default: result = 0;
        endcase
    end
endmodule
`timescale 1ns / 1ps
module alu_control(
    input wire [1:0] alu_op,
    input wire [2:0] funct3,
    input wire [6:0] funct7,
    output reg [3:0] alu_ctrl
);
    always @(*) begin
        case (alu_op)
            2'b00: alu_ctrl = 4'b0010;  
            2'b01: alu_ctrl = 4'b0110;  
            2'b10: begin  
                case (funct3)
                    3'b000: alu_ctrl = (funct7 == 7'b0100000) ? 4'b0110 : 4'b0010;  
                    3'b111: alu_ctrl = 4'b0000;  
                    3'b110: alu_ctrl = 4'b0001;  
                    3'b100: alu_ctrl = 4'b0011;  
                    3'b001: alu_ctrl = 4'b0100;  
                    3'b101: alu_ctrl = (funct7[5]) ? 4'b1001 : 4'b0101;  
                    3'b010: alu_ctrl = 4'b0111;  
                    3'b011: alu_ctrl = 4'b1000;  
                    default: alu_ctrl = 4'b1111;  
                endcase
            end
            default: alu_ctrl = 4'b1111;
        endcase
    end
endmodule
`timescale 1ns / 1ps
module branch_logic(
    input wire branch,
    input wire [2:0] funct3,
    input wire [31:0] rs1_val,
    input wire [31:0] rs2_val,
    output reg take_branch
 );
    always @(*) begin
        if (!branch) begin
            take_branch = 0;
        end else begin
            case (funct3)
                3'b000: take_branch = (rs1_val == rs2_val);  
                3'b001: take_branch = (rs1_val != rs2_val);  
                3'b100: take_branch = ($signed(rs1_val) < $signed(rs2_val));  
                3'b101: take_branch = ($signed(rs1_val) >= $signed(rs2_val));  
                3'b110: take_branch = (rs1_val < rs2_val);  
                3'b111: take_branch = (rs1_val >= rs2_val);  
                default: take_branch = 0;
            endcase
        end
    end         
endmodule
`timescale 1ns / 1ps
module control(
    input wire [6:0] opcode,
    output reg reg_write,
    output reg alu_src,
    output reg mem_to_reg,
    output reg mem_write,
    output reg branch,
    output reg [1:0] alu_op
);
    always @(*) begin
        reg_write = 0;
        alu_src = 0;
        mem_to_reg = 0;
        mem_write = 0;
        branch = 0;
        alu_op = 2'b00;
        case (opcode)
             7'b0110011: begin  
                reg_write = 1;
                alu_src = 0;
                mem_to_reg = 0;
                mem_write = 0;
                branch = 0;
                alu_op = 2'b10;
             end
             7'b0010011: begin  
                reg_write = 1;
                alu_src = 1;
                mem_to_reg = 0;
                mem_write = 0;
                branch = 0;
                alu_op = 2'b00;
             end
             7'b0000011: begin  
                reg_write = 1;
                alu_src = 1;
                mem_to_reg = 1;
                mem_write = 0;
                branch = 0;
                alu_op = 2'b00;
             end
             7'b0100011: begin  
                reg_write = 0;
                alu_src = 1;
                mem_to_reg = 0;
                mem_write = 1;
                branch = 0;
                alu_op = 2'b00;
             end
             7'b1100011: begin  
                reg_write = 0;
                alu_src = 0;
                mem_to_reg = 0;
                mem_write = 0;
                branch = 1;
                alu_op = 2'b01;
             end
             7'b0110111: begin  
                reg_write = 1;
                alu_src = 0;
                mem_to_reg = 0;
                mem_write = 0;
                branch = 0;
                alu_op = 2'b00;
             end
             7'b1101111: begin  
                reg_write = 1;
                alu_src = 0;
                mem_to_reg = 0;
                mem_write = 0;
                branch = 1;
                alu_op = 2'b00;
             end
             default: begin  
                reg_write = 0;
                alu_src = 0;
                mem_to_reg = 0;
                mem_write = 0;
                branch = 0;
                alu_op = 2'b00;
             end
        endcase
    end
endmodule
`timescale 1ns / 1ps
module data_mem(
    input wire clk,
    input wire mem_write,
    input wire [31:0] addr,
    input wire [31:0] write_data,
    output [31:0] read_data
);
    reg [31:0] memory [0:255];
    assign read_data = memory[addr[9:2]];  
    always @(posedge clk) begin
        if (mem_write)  
            memory[addr[9:2]] <= write_data;  
    end
endmodule
`timescale 1ns / 1ps
module display_digs(
    input wire clk,
    input wire reset,
    input [15:0] hex,
    output [3:0] an,
    output [6:0] seg,
    output dp
    );
    wire [1:0] idx;
    ring_counter rc (.clk(clk), .reset(reset), .an(an), .dig_on(idx));
    wire [3:0] nibs;
    selector sel (.idx(idx), .hex(hex), .nib(nibs));
    wire [6:0] seg_on;
    hex7seg seggg (.n(nibs), .seg(seg_on));
    assign seg = ~seg_on;
    assign dp = 1'b1;
endmodule
module hex7seg (
    input  [3:0] n,
    output reg [6:0] seg     
);
    always @(*) begin
        case (n)
            4'h0: seg = 7'b0111111;  
            4'h1: seg = 7'b0000110;  
            4'h2: seg = 7'b1011011;  
            4'h3: seg = 7'b1001111;  
            4'h4: seg = 7'b1100110;  
            4'h5: seg = 7'b1101101;  
            4'h6: seg = 7'b1111101;  
            4'h7: seg = 7'b0000111;  
            4'h8: seg = 7'b1111111;  
            4'h9: seg = 7'b1101111;  
            4'hA: seg = 7'b1110111;  
            4'hB: seg = 7'b1111100;  
            4'hC: seg = 7'b0111001;  
            4'hD: seg = 7'b1011110;  
            4'hE: seg = 7'b1111001;  
            4'hF: seg = 7'b1110001;  
        endcase
    end
endmodule
`timescale 1ns / 1ps
module imm_gen (
    input wire [31:0] instr,
    output reg [31:0] imm_out
);
    wire [6:0] opcode = instr[6:0];
    always @(*) begin
        case (opcode)
            7'b0010011, 7'b0000011, 7'b1100111:
                imm_out = {{20{instr[31]}}, instr[31:20]};
            7'b0100011: begin
                imm_out = {{20{instr[31]}}, instr[31:25], instr[11:7]};
            end
            7'b1100011: begin
                imm_out = {{19{instr[31]}}, instr[31], instr[7], instr[30:25], instr[11:8], 1'b0};
            end
            7'b0110111, 7'b0010111:
                imm_out = {instr[31:12], 12'b0};
            7'b1101111: begin
                imm_out = {{11{instr[31]}}, instr[31], instr[19:12], instr[20], instr[30:21], 1'b0};
            end
            default: imm_out = 32'h0000_0000;
        endcase
    end
endmodule
`timescale 1ns / 1ps
module instruction_mem(
    input wire [31:0] addr,  
    output [31:0] instr  
);
    reg [31:0] memory [0:255];  
    initial begin
        $readmemh("prog.mem", memory);  
    end
    assign instr = memory[addr[9:2]];  
endmodule
`timescale 1ns / 1ps
module pc(
    input wire clk,
    input wire reset,
    input wire [31:0] next_pc,
    output reg [31:0] pc
);
    always @(posedge clk) begin 
        if (reset)
            pc <= 0;
        else
            pc <= next_pc;
    end
endmodule
`timescale 1ns / 1ps
module reg_file(
    input wire clk,
    input wire reg_write,
    input wire [4:0] rs1, rs2, rd,
    input wire [31:0] wd,
    output [31:0] rd1, rd2
    );
    reg [31:0] registers [0:31];
    assign rd1 = (rs1 != 0) ? registers[rs1] :0;
    assign rd2 = (rs2 != 0) ? registers[rs2] :0;
    always @(posedge clk) begin 
        if (reg_write && rd != 0)
            registers[rd] <= wd;
    end
endmodule
`timescale 1ns / 1ps
module ring_counter(
    input wire clk,
    input wire reset,
    output reg [3:0] an,
    output reg [1:0] dig_on
    );
    reg [15:0] counter = 0;
    always @(posedge clk) begin
        if (reset) begin
            dig_on <= 0;
            counter <= 0;
        end else begin
            if (counter == 16'd65535) begin
                counter <= 0;
                dig_on <= dig_on + 1;
            end else begin
                counter <= counter + 1;
            end
        end
    end
    always @(*) begin
        an = 4'b1111;
        an[dig_on] = 1'b0;
    end
endmodule
`timescale 1ns / 1ps
module selector(
    input [1:0] idx,
    input [15:0] hex,
    output reg [3:0] nib
    );
    always @(*)
        case (idx)
            2'b00: nib = hex[3:0];    
            2'b01: nib = hex[7:4];    
            2'b10: nib = hex[11:8];   
            2'b11: nib = hex[15:12];  
        endcase
endmodule
`timescale 1ns / 1ps
module top(
    input wire clk,
    input wire btnR,
    input wire [15:0] sw,
    output wire [15:0] led,
    output wire [3:0] an,
    output wire [6:0] seg,
    output wire dp
);
    reg [31:0] div = 0;
    always @(posedge clk)
        div <= div + 1;
    wire cpu_clk = div[27];
    wire disp_clk = clk;
    reg [2:0] reset_sync = 3'b111;
    always @(posedge clk) begin
        reset_sync <= {reset_sync[1:0], btnR};
    end
    wire reset = reset_sync[2];
    wire [31:0] pc, next_pc, pc4;
    assign pc4 = pc + 32'd4;
    pc pc_reg (.clk(cpu_clk), .reset(reset), .next_pc(next_pc), .pc(pc));
    wire [31:0] instr;
    instruction_mem imem (.addr(pc), .instr(instr));
    wire [6:0] opcode = instr[6:0];
    wire [2:0] funct3 = instr[14:12];
    wire [6:0] funct7 = instr[31:25];
    wire [4:0] rs1_id = instr[19:15];
    wire [4:0] rs2_id = instr[24:20];
    wire [4:0] rd_id  = instr[11:7];
    wire reg_write, alu_src, mem2reg, mem_wr, branch;
    wire [1:0] alu_op;
    control cntrl (.opcode(opcode), .reg_write(reg_write), .alu_src(alu_src), .mem_to_reg(mem2reg), .mem_write(mem_wr), .branch(branch), .alu_op(alu_op));
    wire [31:0] imm;
    imm_gen immgen (.instr(instr), .imm_out(imm));
    wire [31:0] rs1, rs2, wb_data;
    reg_file RF (.clk(cpu_clk), .reg_write(reg_write), .rs1(rs1_id), .rs2(rs2_id), .rd(rd_id), .wd(wb_data), .rd1(rs1), .rd2(rs2));
    wire [3:0] alu_ctl;
    alu_control ALUCTL(.alu_op(alu_op), .funct3(funct3), .funct7(funct7), .alu_ctrl(alu_ctl));
    wire [31:0] alu_b = alu_src ? imm : rs2;
    wire [31:0] alu_y;
    alu ALU(.a(rs1), .b(alu_b), .alu_op(alu_ctl), .result(alu_y));
    wire [31:0] dmem_out;
    data_mem dm (.clk(cpu_clk), .mem_write(mem_wr), .addr(alu_y), .write_data(rs2), .read_data(dmem_out));
    assign wb_data = mem2reg ? dmem_out : alu_y;
    wire take_branch;
    branch_logic bl (.branch(branch), .funct3(funct3), .rs1_val(rs1), .rs2_val(rs2), .take_branch(take_branch));
    wire pc_src = branch && take_branch;
    assign next_pc = pc_src ? pc + imm : pc4;
    assign led = alu_y[15:0];
    reg [15:0] display_value;
    always @(*) begin
        case(sw[1:0])
            2'b00: display_value = alu_y[15:0];      
            2'b01: display_value = dmem_out[15:0];   
            2'b10: display_value = pc[15:0];         
            2'b11: display_value = instr[15:0];      
            default: display_value = 16'h0000;
        endcase
    end
    display_digs visual (.clk(disp_clk), .reset(reset), .hex(display_value), .an(an), .seg(seg), .dp(dp));    
endmodule
</file>
<file path="/design/flow/constraint.sdc">
current_design top

set clk_period 3.9
set clk_io_pct 0.2

create_clock -name clk0 -period $clk_period [get_ports {clk}]

set non_clock_inputs [all_inputs -no_clocks]
set_input_delay [expr $clk_period * $clk_io_pct] -clock clk0 $non_clock_inputs
set_output_delay [expr $clk_period * $clk_io_pct] -clock clk0 [all_outputs]
</file>
<file path="/design/flow/run.sh">
#!/bin/bash
# OpenROAD 26Q1-2900-gdf79404cd8, Yosys 0.63+post, stock flow scripts
make -C /OpenROAD-flow-scripts/flow DESIGN_CONFIG=/design/flow/config.mk WORK_HOME=/design/flow/orfs finish
</file>
==> GITHUB_STEP_SUMMARY <==
## Synthesis and layout report

| Metric | Value |
|---|---|
| Outcome | `complete, no violations` |
| Core area | `0.00991 mm^2` |
| Final hold vios | `0` |
| Power Internal | `around 650 uW` |
| Initial antenna violation count | `0` |
| Switching Share | `19.9%` |
| Syn avg cell area | `about 9.3 um^2` |
| CTS clock-pin slew for the worst setup and hold paths | `0.08 ns` |
| FF/Latch Area | `about 0.0013 mm^2` |
| Cell area power density | `roughly 240 mW/mm^2` |
| I/O pins | `approximately 46` |
| Netlist cell types | `around 48` |
| Worst Hold Slack | `around 0.32 ns` |
| Layout cells sized above 1 | `6.12%` |
| RSZ-0062 raised after global routing | `no` |
| Chip footprint | `about 0.011 mm^2` |
| Yosys cell count | `around 330` |
| Worst Setup SP | `visual.rc.dig_on[0]$_SDFFE_PP0N_` |
| CTS Hold Bufs | `0` |
| Yosys Warn Count | `0` |
| Final Power | `812 uW` |
| Longest Clk Path Bufs | `2` |
| # fillers | `between 1k and 1.5k` |
| Critical Path RT | `roughly 3.1 ns` |
| CTS buffer count | `5` |
| Switching pwr | `162 uW` |
| Setup TNS | `0 ns` |
| Grt total ovfl | `0` |
| HP Class | `flop to flop` |
| Hpwl dp | `3340 um` |
| Comb power frac | `under 10%` |
| HP Start | `reset_sync[1]$_DFF_P_` |
| Die y size | `approximately 100 um` |
| Most frequent logic cell in the layout | `dfxtp_1` |
| Critical Path AT | `2.89 ns` |
| Slew Viols, Final | `0` |
| Syn-to-layout area delta | `8.60%` |
| Die span in x | `104 um` |
| Setup Skew | `roughly 0.0067 ns` |
| Startpoint Class | `flop` |
| CP Max Fanout | `5` |
| Post-synth EDFFs | `0` |
| Setup CP Type | `flop to output pin` |
| Synth Seq Share | `between 40 and 50%` |
| Max-Cap Viols | `0` |
| Initial drt markers | `130` |
| Endpoint class of the critical path | `output pin` |
| Post-synth top flop | `dfxtp_1` |
| CTS root buf | `clkbuf_8` |
| Cell area leaders | `dfxtp_1 (41%), xnor2_1 (9.3%), ha_1 (5.6%)` |
| Port bufs | `12` |
| Relative slew slack | `46.8%` |
| Worst Tran Pin Value | `about 0.8 ns` |
| Clock group share of total power | `35.8%` |
| Mapped Cells | `roughly 330` |
| Sequential share of power | `between 60 and 70%` |
| Count of unclocked register or latch pins | `14` |
| Post-route ant nets | `0` |
| Routed wire per std cell | `between 9 and 10 um` |
| All-Layer GR Usage | `a little under a tenth` |
| Yosys stat chip area | `around 0.0031 mm^2` |
| Fp util | `a little under a third` |
| Fin cells | `~480` |
| Launching point of the worst reg2reg path | `visual.rc.counter[0]$_SDFF_PP0_` |
| Area occupied by multi-input gates | `roughly 0.0017 mm^2` |
| Fin crit period | `around 3.7 ns` |
| Worst IR drop on VDD | `0.228 mV` |
| # resized after CTS | `0` |
| Async SR Flop Fraction | `0%` |
| Synth area leader | `dfxtp_1` |
| First-pass GRT wire length | `between 8000 and 9000 um` |
| Postcts setup bufs | `0` |
| H-tree levels | `2` |
| Most common logic cells in the final layout | `dfxtp_1 (63), xnor2_1 (33), nor2_1 (32), nand3_1 (20), nand2_1 (19)` |
| Vias per inst | `4.51` |
| Final setup viols | `0` |
| Pin count of the biggest net entering global routing | `26` |
| LEAKAGE | `1.21 nW` |
| Total number of vias | `approximately 2.1k` |
| Cycle use final | `94.1%` |
| Tool warning count | `50` |
| Max Freq | `around 0.27 GHz` |
| Ant. Diodes | `0` |
| Cell Area, Synth | `approximately 0.0031 mm^2` |
| Post-Route WL | `between 4000 and 5000 um` |
| Max reg flops | `28` |
| TritonRoute pass-1 iters | `4` |
| Endpoints left unconstrained | `14` |
| CTS tree | `done` |
| Placed Cells | `about 470` |
| Flops after synth | `between 60 and 70` |
| Area leader share | `between 40 and 50%` |
| Clock latency (worst-skew pair) | `about 0.30 ns` |
| Routability-driven placement congestion ratio | `0.769` |
| Drt drc | `0` |
| Rows | `36` |
| Vias in the first global route | `about 1.9k` |
-- layer usage --
| metal | global-route usage, % | up-vias | wire length, um |
|---|---|---|---|
| li1 | - | 1136 | - |
| met1 | 14.9 | 974 | 2560 |
| met2 | 12.8 | 35 | 1860 |
| met3 | 1.92 | 4 | 185 |
| met4 | 0.612 | 0 | 34 |
| met5 | 0 | - | 0 |
-- cell usage after synthesis, types with 5 or more instances --
cell and number:
nand3_1 20, nand4_1 13, xnor2_1 33, ha_1 14
nand2_1 19, inv_1 17, nor3_1 7, nor4_1 5
xor2_1 15, and3_1 8, nor2_1 32, dfxtp_1 63
buf_4 18, mux2i_1 7
-- power by group through the flow --
stage                 clock [mW]  sequential (mW)  combinational (mW)
final                      0.290            0.511              0.0103
after CTS                  0.306            0.511              0.0108
after global routing       0.328            0.512              0.0129
-- worst paths after layout --
| path | depth (start not counted) | endpoint | slack (ns) |
|---|---|---|---|
| setup / recovery | 9 | seg[5] | 0.23 |
| hold / removal | 0 | reset_sync[2]$_DFF_P_ | 0.32 |
| setup reg to reg | 5 | visual.rc.counter[14]$_SDFF_PP0_ | 2.14 |
| hold reg to reg | 0 | reset_sync[2]$_DFF_P_ | 0.32 |
-- worst max-delay path, stage by stage (launching register included) --
cell	delay (ns)
dfxtp_1	0.41
inv_1	0.10
ha_1	0.26
a222oi_1	0.46
nor2_1	0.20
inv_1	0.14
ha_1	0.25
mux2i_1	0.10
o22ai_1	0.18
clkdlybuf4s50_1	0.49
-- per-stage QoR --
stage                     worst slack (ns)  area, um^2  utilization (%)
after floorplan                       1.15        3160                -
after global placement               0.628        3280             33.1
after detailed placement             0.578        3280             33.1
after CTS                            0.234        3370             34.0
after global routing                0.0280        3370             34.0
final                                0.232        3370             34.0
-- final cells by class --
class | count | share of cell area, %
well taps | 133 | 4.94
flip-flops and latches | 63 | 37.5
inverters | 17 | 1.90
repair buffers | 12 | 3.57
multi-input cells | 244 | 49.6
clock buffers | 7 | 2.56
-- cell families after synthesis --
group | after synthesis | synth area share, %
compound gates | 24 | 5.65
xor+xnor | 48 | 13.6
fa+ha+maj | 14 | 5.65
buf+inv | 40 | 7.30
flops | 63 | 40.7
mux | 9 | 2.99
other cells | 2 | 0.242
simple gates | 132 | 23.9
Power figures rest on the tool's default switching activity, not on a simulated workload.
