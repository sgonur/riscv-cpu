`design/flow/run.sh`:
```
#!/bin/bash
# OpenROAD 26Q1-2900-gdf79404cd8, Yosys 0.63+post, stock flow scripts
make -C /OpenROAD-flow-scripts/flow DESIGN_CONFIG=/design/flow/config.mk WORK_HOME=/design/flow/orfs finish
```
`design/flow/constraint.sdc`:
```
current_design seg_selector

set clk_period 3.3
set clk_io_pct 0.2

create_clock -name clk0 -period $clk_period [get_ports {clk}]

set non_clock_inputs [all_inputs -no_clocks]
set_input_delay [expr $clk_period * $clk_io_pct] -clock clk0 $non_clock_inputs
set_output_delay [expr $clk_period * $clk_io_pct] -clock clk0 [all_outputs]
```
`design/flow/design.v`:
```
module hex7seg (
    input  [3:0] n,
    output reg [6:0] seg     
);
    always @(*) begin
        case (n)
            4'h0: seg = 7'b0111111;  
            4'h1: seg = 7'b0000110;  
            4'h2: seg = 7'b1011011;  
            4'h3: seg = 7'b1001111;  
            4'h4: seg = 7'b1100110;  
            4'h5: seg = 7'b1101101;  
            4'h6: seg = 7'b1111101;  
            4'h7: seg = 7'b0000111;  
            4'h8: seg = 7'b1111111;  
            4'h9: seg = 7'b1101111;  
            4'hA: seg = 7'b1110111;  
            4'hB: seg = 7'b1111100;  
            4'hC: seg = 7'b0111001;  
            4'hD: seg = 7'b1011110;  
            4'hE: seg = 7'b1111001;  
            4'hF: seg = 7'b1110001;  
        endcase
    end
endmodule
module seg_selector(
    input wire clk,
    input wire reset,
    input [15:0] hex,
    output reg [3:0] an,
    output wire [6:0] seg,
    output wire dp 
    );
    reg [19:0] counter = 0;   
    reg [1:0] sel = 0;
    always @(posedge clk) begin
        if (reset) begin
            counter <= 0;
            sel <= 0;
        end else begin
            counter <= counter + 1;
            if (counter == 0)   
                sel <= sel + 1;   
        end
    end
    reg [3:0] nib;
    always @(*) begin
        case (sel)
            2'd0: nib = hex[3:0];
            2'd1: nib = hex[7:4];
            2'd2: nib = hex[11:8];
            default: nib = hex[15:12];
        endcase
    end
    always @(*) begin
        an = 4'b1111;
        an[sel] = 1'b0;
    end
    wire [6:0] seg_hi;
    hex7seg H (.n(nib), .seg(seg_hi));
    assign seg = ~seg_hi;
    assign dp  = 1'b1;
endmodule
```
`design/flow/config.mk`:
```
export PLATFORM = sky130hd
export DESIGN_NAME = seg_selector
export DESIGN_NICKNAME = seg_selector
export VERILOG_FILES = /design/flow/design.v
export SDC_FILE = /design/flow/constraint.sdc
export NUM_CORES = 4
export LEC_CHECK = 1
export CORE_AREA = 10 10 99 99
export DIE_AREA = 0 0 109 109
export SYNTH_HDL_FRONTEND = slang
```
==> run notes <==
Item: results of the latest flow run.

- The worst path in the final design needs a cycle of 3.22 ns, including I/O delays and setup.
- The row count is 32.
- The post-synth tally of flip-flops with integrated enable is 0.
- The sequential power share is 36.0%.
- The HPWL after detailed placement is 2.43 mm.
- The clock latency on the worst-skew pair is 0.26 ns.
- In the synthesis report, Yosys lists the chip area as 1460 um2.
- The worst setup path is launched from an input pin.
- STA puts the critical path data required time at 2.64 ns.
- The flow ran to the end, and the final reports show no timing, DRC or antenna violations.
- The mean area per synthesized cell is 8.50 um2.
- The arrival time of data at the critical path endpoint is 2.56 ns.
- On the final layout, the worst hold slack is 0.491 ns.
- The register-to-register setup slack is 1.34 ns.
- The finished layout cell area is 2040 um2.
- The final route contains 1,299 vias.
- The synthesized flop and latch total is 22.
- The power report shows net switching accounting for 29.5% of the total.
- The netlist uses 35 different library cells.
- The leftover overflow at the end of global routing is 0.
- The deepest level of the CTS H-tree is 1.
- The hold path startpoint is counter[0].
- Dividing the detail-routed via count by the number of cells gives 4.16.
- Across the routed clock network, the largest skew measured is 0.00297 ns.
- The count of endpoints failing setup in the final report is 0.
- Hold analysis lists the worst path endpoint as counter[0].
- In the setup report, the worst path falls into the class input pin to primary output.
- The tally of buffers added on design ports is 28.
- The report shows a maximum critical-path fanout of 5.
- The maximum vdd ir drop is 125 uV.
- Per the synth stats, the proportion of register bits with asynchronous set or reset is 0%.
- In the final report, the number of hold violations comes to 0.
- The maximum number of pins on one net before global-route repair is 25.
- The detailed router finished its first iteration with 41 violations.
- The placeable core region is 7730 um2.
- The main area contributors are sky130_fd_sc_hd__dfxtp_1, sky130_fd_sc_hd__ha_1, sky130_fd_sc_hd__mux2i_1, sky130_fd_sc_hd__xnor2_1, sky130_fd_sc_hd__inv_1.
- The leakage power is 0.788 nW.
- The number of buffers between clock root and the deepest sink is 2.
- The power density relative to cell area is 382 nW/um2.
- TritonCTS built the clock tree.
- The die is 109 um tall.
- The DRC violation count after routing is 0.
- The clock root buffer is sky130_fd_sc_hd__clkbuf_8.
- The internal power is 0.000549 W.
- Counting instances, the worst hold path has a depth of 1.
- The pre-CTS setup check shows a worst slack of -0.129 ns.
- The share of total power dissipated in combinational logic is 43.3%.
- The max-capacitance violation count is 0.
- The reg-to-reg critical path startpoint is counter[0].
- The first global-routing pass estimated 5.21 mm of wire.
- The biggest area contributor in the post-synthesis netlist is sky130_fd_sc_hd__dfxtp_1.
- The placer congestion estimate is 0.801.
- Looking at the power breakdown, the clock network takes 20.7% of the total.
- Yosys reports that the most numerous cell types are sky130_fd_sc_hd__dfxtp_1, sky130_fd_sc_hd__inv_1, sky130_fd_sc_hd__nor2_1.
- The number of antenna violations at the first check in global routing is 0.
- In the CTS report, the clock slew at the register clock pins of the worst setup and hold paths is listed as 0.07 ns.
- Sequential cells were found to cover 30.1% of the synthesized design area.
- The start point of the critical path is hex[1].
- The clock net in this run drives a total of 22 sinks.
- The synth_stat.txt file lists the number of cells as 172.
- The count of tool warnings is 37.
- The total cell area at the placement stage is 1910 um2.
- The final antenna-violating net count is 0.
- According to the hold report, the worst path is of the flip-flop to flip-flop type.
- The most instantiated library cell after synthesis is sky130_fd_sc_hd__dfxtp_1.
- The ratio of cells with drive above 1 in the final layout is 18.1%.
- The final antenna diode tally reported by the flow is 0.
- The flip-flop cell with the highest count after synthesis is sky130_fd_sc_hd__dfxtp_1.
- In the final routed layout, each cell accounts on average for 10.5 um.
- The horizontal extent of the die is 109 um.
- The final timing report gives a worst setup slack of 0.0777 ns.
- The number of standard cells after synthesis is 172.
- According to the I/O placement log, the pin count is 30.
- The final cycle utilization of the critical path is 97.6%.
- The switching component of the power was reported as 0.000230 W.
- The yosys synthesis warning count is 0.
- The final layout contains routed wiring with a total length of 3.27 mm.
- Headroom to the max-slew limit came out at 60.1%.
- The starting density of the core is 18.9%.
- The count of pins over their slew limit is 0.
- From synthesis to final layout, the design area changed by 39.4%.
- Summing every instance area after synthesis gives 1460 um2.
- The transition time at the pin with the least slew margin is 0.593 ns.
- The chip occupies 11,900 um2.
- Of the post-synthesis cell area, the dominant cell type holds 30.1%.
- Timing would allow up to 310 MHz.
- The number of detailed-routing iterations run before antenna repair is 6.
- The number of CTS-inserted buffers is 3.
- The number of cells on the worst reg-to-reg path is 5.
- The capture point of the worst register-to-register path is recorded as counter[18].
- The via count of the first global-routing pass came to 1,152.
- The critical path endpoint category is a primary output.
- Total global-route track usage over all layers is 5.20%.
flip-flops by register name (all words and copies together) (netlist names):
| signal | flops |
|---|---|
| counter | 20 |
| sel | 2 |
how the worst max path moves through the flow:
stage | slack, ns | endpoint | cells past startpoint
finish | 0.08 | seg[3] | 9
global route | -0.001 | seg[6] | 10
CTS | -0.05 | seg[1] | 8
critical path, cell delays in order:
cell and delay [ns]:
sky130_fd_sc_hd__clkdlybuf4s50_1 0.40, sky130_fd_sc_hd__a222oi_1 0.32, sky130_fd_sc_hd__mux2i_2 0.22, sky130_fd_sc_hd__buf_4 0.19
sky130_fd_sc_hd__ha_2 0.16, sky130_fd_sc_hd__buf_4 0.14, sky130_fd_sc_hd__mux2i_1 0.13, sky130_fd_sc_hd__mux2i_1 0.09
sky130_fd_sc_hd__dlygate4sd2_1 0.25
per-stage QoR:
step / instances / power (W) / setup TNS (ns) / util, %
5_1_grt: 312 / 0.000834 / -0.00144 / 26.4
4_1_cts: 309 / 0.000760 / -0.0539 / 25.6
2_1_floorplan: 172 / 0.000437 / 0 / -
6_report: 312 / 0.000779 / 0 / 26.4
3_3_place_gp: 305 / 0.000602 / -0.600 / 24.7
3_5_place_dp: 305 / 0.000600 / -0.654 / 24.7
metal layers:
layer | GRT usage, % | up-vias | share of wire, %
li1 | - | 681 | -
met1 | 7.28 | 569 | 51
met2 | 7.88 | 49 | 38
met3 | 2.03 | 0 | 11
met4 | 0.0942 | 0 | 0
met5 | 0 | - | 0
repair_timing:
action / in CTS / in global routing
hold buffers: 0 / 0
buffers inserted: 1 / 3
gates resized: 15 / 14
setup endpoints to repair: 7 / 1
pin swaps: 5 / 6
layout by cell type, fill, tap and decap left out, drive strengths merged, types with 8 or more instances in the layout:
master / synthesis / final
ha: 14 / 14
clkdlybuf4s50: 0 / 20
o21ai: 8 / 8
xnor2: 11 / 11
buf: 2 / 12
inv: 19 / 19
nor2: 16 / 16
mux2i: 11 / 11
dfxtp: 22 / 22
nand3: 10 / 10
layout make-up:
| class | instances | area [um2] |
|---|---|---|
| Timing Repair Buffer | 40 | 367 |
| Inverter | 19 | 71.3 |
| Multi-Input combinational cell | 126 | 990 |
| Sequential cell | 22 | 443 |
| Fill cell | 801 | 5690 |
| Tap cell | 102 | 128 |
| Clock buffer | 3 | 41.3 |
kinds of logic after synthesis:
logic type	after synthesis	share of synthesized area, %
compound gates	24	10.4
other cells	1	0.256
flops	22	30.1
fa+ha+maj	14	12.0
mux	14	9.84
simple gates	61	23.8
buf+inv	24	6.50
xor+xnor	12	7.19
power groups by stage:
stage	Combinational, W	Clock [W]	Sequential [W]
4_1_cts	0.000311	0.000168	0.000280
5_1_grt	0.000372	0.000179	0.000282
6_report	0.000337	0.000161	0.000281
Power is estimated from default activity; no workload was simulated.
